[flow/config.mk]
export PLATFORM = sky130hd
export DESIGN_NAME = activation
export DESIGN_NICKNAME = activation
export VERILOG_FILES = /design/flow/design.v
export SDC_FILE = /design/flow/constraint.sdc
export NUM_CORES = 4
export LEC_CHECK = 1
export CORE_AREA = 10 10 107 107
export DIE_AREA = 0 0 117 117
[flow/constraint.sdc]
current_design activation

set clk_period 3.9
set clk_io_pct 0.2

create_clock -name clk0 -period $clk_period

set non_clock_inputs [all_inputs -no_clocks]
set_input_delay [expr $clk_period * $clk_io_pct] -clock clk0 $non_clock_inputs
set_output_delay [expr $clk_period * $clk_io_pct] -clock clk0 [all_outputs]
[flow/design.v]
module activation(in,out);
	input wire signed [15:0] in;  
	output reg [15:0] out;
	wire [15:0] decoded_addr;
	wire [15:0] rom_out;
	rom sigmoid(
		.addr(decoded_addr),
		.data(rom_out)
	);
	assign decoded_addr = (in[15] == 1) ? (~in+16'b1) : in;  
	always @(*) begin
		if(in > 16'sh600) begin   
			out = 16'h100;
		end else if(in < 16'shFA00) begin  
			out = 0;
		end else begin
			if(in[15]) begin
				out = 16'h100-rom_out;	 
			end else begin
				out = rom_out;
			end
		end
	end
endmodule
`timescale 1ns / 1ps
module rom(addr,data);
	input [15:0] addr;
	output reg [15:0] data;
	always @ (addr) begin
		case(addr)
			16'b0 : data = 16'b10000000;
			16'b11010 : data = 16'b10000110;
			16'b110011 : data = 16'b10001101;
			16'b1001101 : data = 16'b10010011;
			16'b1100110 : data = 16'b10011001;
			16'b10000000 : data = 16'b10011111;
			16'b10011010 : data = 16'b10100101;
			16'b10110011 : data = 16'b10101011;
			16'b11001101 : data = 16'b10110001;
			16'b11100110 : data = 16'b10110110;
			16'b100000000 : data = 16'b10111011;
			16'b100011010 : data = 16'b11000000;
			16'b100110011 : data = 16'b11000101;
			16'b101001101 : data = 16'b11001001;
			16'b101100110 : data = 16'b11001101;
			16'b110000000 : data = 16'b11010001;
			16'b110011010 : data = 16'b11010101;
			16'b110110011 : data = 16'b11011000;
			16'b111001101 : data = 16'b11011100;
			16'b111100110 : data = 16'b11011111;
			16'b1000000000 : data = 16'b11100001;
			16'b1000011010 : data = 16'b11100100;
			16'b1000110011 : data = 16'b11100110;
			16'b1001001101 : data = 16'b11101001;
			16'b1001100110 : data = 16'b11101011;
			16'b1010000000 : data = 16'b11101101;
			16'b1010011010 : data = 16'b11101110;
			16'b1010110011 : data = 16'b11110000;
			16'b1011001101 : data = 16'b11110001;
			16'b1011100110 : data = 16'b11110011;
			16'b1100000000 : data = 16'b11110100;
			16'b1100011010 : data = 16'b11110101;
			16'b1100110011 : data = 16'b11110110;
			16'b1101001101 : data = 16'b11110111;
			16'b1101100110 : data = 16'b11111000;
			16'b1110000000 : data = 16'b11111000;
			16'b1110011010 : data = 16'b11111001;
			16'b1110110011 : data = 16'b11111010;
			16'b1111001101 : data = 16'b11111010;
			16'b1111100110 : data = 16'b11111011;
			16'b10000000000 : data = 16'b11111011;
			16'b10000011010 : data = 16'b11111100;
			16'b10000110011 : data = 16'b11111100;
			16'b10001001101 : data = 16'b11111101;
			16'b10001100110 : data = 16'b11111101;
			16'b10010000000 : data = 16'b11111101;
			16'b10010011010 : data = 16'b11111101;
			16'b10010110011 : data = 16'b11111110;
			16'b10011001101 : data = 16'b11111110;
			16'b10011100110 : data = 16'b11111110;
			16'b10100000000 : data = 16'b11111110;
			16'b10100011010 : data = 16'b11111110;
			16'b10100110011 : data = 16'b11111111;
			16'b10101001101 : data = 16'b11111111;
			16'b10101100110 : data = 16'b11111111;
			16'b10110000000 : data = 16'b11111111;
			16'b10110011010 : data = 16'b11111111;
			16'b10110110011 : data = 16'b11111111;
			16'b10111001101 : data = 16'b11111111;
			16'b10111100110 : data = 16'b11111111;
			16'b11000000000 : data = 16'b11111111;
		endcase	
	end
endmodule
[flow/run.sh]
#!/bin/bash
# OpenROAD 26Q1-2900-gdf79404cd8, Yosys 0.63+post, stock flow scripts
make -C /OpenROAD-flow-scripts/flow DESIGN_CONFIG=/design/flow/config.mk WORK_HOME=/design/flow/orfs finish
==> run summary <==
yosys + openroad results -> Global Route Usage Sum=9.46%, FP Core Util=a little under a quarter, drt via density=roughly 5.7, Worst setup EP type=output port, post-layout min period=approximately 3.8 ns, CP delay by family, top=buffers and inverters, ys cells=~330, max-slew violations=0, count of cell types in the netlist=79, VDD IR max=approximately 0.030 mV, yosys synthesis chip area=around 2100 um^2, Critical Path Fanout Max=8, Fmax=roughly 270 MHz, Lkg Pwr=approximately 0.9 nW, crit-path most repeated cell=clkdlybuf4s50_1, Crit Path Category=input port to output port, Core Region=slightly above 9000 um^2, via count=between 2,000 and 3,000, run status=finished clean, DR iter-0 viols=187, router iterations before antenna repair=4, count of input and output buffers=25, Log Warnings=32, hpwl dp=just over 5000 um, critical path data required time=about 3.1 ns, overall power=~180 uW, Final Wtd Congestion=roughly 0.95, number of flip-flops under the largest register name=7, Layout area overhead=21.0%, Avg WL per Cell=about 14 um, final antenna-violating net count=0, chip width=approximately 120 um, io pins=32, largest net degree at the start of global routing=52, setup TNS=0 ns, RSZ-0062 raised after global routing=false, Cells after Synth=around 330, main flop type=dlxtn_1, max cap viols=0, Pwr Density=around 71 nW/um^2, design area=between 2000 and 3000 um^2, Hold Path Class=input port to output port, CP Buf/Inv Count=3, first-pass GRT wire length=around 11,000 um, slew of the pin with the lowest slew margin=approximately 0.84 ns, Syn. warnings=2, grt total ovfl=0, hold_sp=in[9], Post-Syn Area=roughly 2100 um^2, register pins left without a clock=7, initial antenna violation count=0, post-cts hold buffer count=0, Final Hold Fails=0, hold_ws=about 2.8 ns, Placed Area=about 2500 um^2, post-synthesis async set-or-reset flop share=0%, max incr delay on CP=~0.47 ns, Slowest-stage cell, CP=clkdlybuf4s50_1, worst-path cell chain=clkdlybuf4s50_1, inv_2, ha_2, or3b_4, o311ai_2, and2_4, a21oi_4, nor2_1, clkdlybuf4s50_1, Cell Count Post-Placement=459, Chip Height=117 um, CP arrival=~3 ns, DR DRC count=0, Final Non-Filler Cells=roughly 460, Flops after synth=7, Fill cells=slightly below 1,000, final worst-path cycle share=a little over nine tenths, Worst Setup SP=in[0], Total Routed Length=around 6600 um, flip-flops with a built-in enable=0, share of layout cells above drive strength 1=between 10% and 20%, die area=13,700 um^2, post-synthesis average cell area=roughly 6.5 um^2, vias in the first global route=around 2,400, endpoints left unconstrained=7, antenna diode count=0, Rel. slew slack=43.6%, crit path launch type=input port, Rows=35, final setup fails=0
==> cell families after synthesis <==
family | after synthesis | synth area share (%)
AOI/OAI and AO/OA | 108 | 37.5
xor gates and xnor gates | 10 | 4.11
buffers and inverters | 44 | 10.3
muxes | 2 | 0.940
and+or+nand+nor | 153 | 40.8
other | 1 | 0.176
adders and majority gates | 2 | 1.17
latches | 7 | 4.93
==> cells in the final DEF (no fill, tap or decap), types with 3 or more instances in the layout <==
| cell | netlist | final |
|---|---|---|
| dlxtn_1 | 7 | 7 |
| nand2_1 | 20 | 20 |
| nor2b_1 | 8 | 8 |
| xor2_1 | 7 | 7 |
| o21ai_0 | 20 | 20 |
| buf_4 | 7 | 24 |
| nand4_1 | 5 | 5 |
| a31oi_1 | 5 | 5 |
| o211ai_1 | 9 | 9 |
| a211oi_1 | 7 | 7 |
| nand3_1 | 13 | 13 |
| and2_1 | 5 | 4 |
| nor3b_1 | 6 | 6 |
| nor2_1 | 37 | 35 |
| nor4_1 | 5 | 5 |
| conb_1 | 1 | 7 |
| and3_1 | 4 | 4 |
| a22oi_1 | 4 | 4 |
| a21oi_1 | 12 | 10 |
| xnor2_1 | 3 | 3 |
| or3_1 | 6 | 6 |
| inv_1 | 11 | 10 |
| or4_1 | 7 | 7 |
| nand2b_1 | 6 | 6 |
| nor3_1 | 7 | 7 |
| clkdlybuf4s50_1 | 0 | 25 |
| o31ai_1 | 7 | 7 |
| nand3b_1 | 5 | 5 |
| o22ai_1 | 3 | 3 |
| o2111ai_1 | 4 | 4 |
==> path summary, 6_finish.rpt <==
check                    end  depth (start not counted)  slack, ns
worst max-delay path  out[5]                          9       0.13
worst min-delay path  out[8]                          7       2.84
==> where the power goes <==
group          total (mW)  internal [mW]  switching, mW  leakage (nW)
clock network           0              0              0             0
registers         0.00221        0.00164       0.000565        0.0529
logic               0.180         0.0753          0.105         0.872
total               0.182         0.0769          0.105         0.925
==> area by class of cell <==
class / count / area [um^2] / share of cell area [%]
Tap cell: 111 / 139 / 5.39
Sequential cell: 7 / 105 / 4.08
Timing Repair Buffer: 49 / 430 / 16.7
Inverter: 11 / 41.3 / 1.60
Multi-Input combinational cell: 282 / 1860 / 72.2
==> timing repair <==
| action | CTS | global route |
|---|---|---|
| gates cloned | 0 | 0 |
| gates resized | 3 | 8 |
| pin swaps | 0 | 6 |
| setup buffers | 1 | 0 |
| endpoints found under the setup margin | 8 | 8 |
==> cells in the mapped netlist, drive strengths merged (7+ instances only) <==
library cell  instances  area [um^2]
a211oi                7         52.6
a21oi                12         60.1
and2                  7         46.3
buf                  22          138
clkbuf               11         41.3
dlxtn                 7          105
inv                  11         41.3
nand2                20         75.1
nand3                13         65.1
nor2                 37          139
nor2b                 8         50.1
nor3                  7         35.0
nor4                  7         56.3
o211ai                9         67.6
o21ai                20          100
o31ai                 7         52.6
or4                   9         75.1
xor2                  7         61.3
==> metrics by stage <==
step | utilization, % | setup WS, ns
floorplan | - | 0.489
global placement | 27.6 | -0.204
detailed placement | 27.6 | -0.242
CTS | 27.7 | 0.0172
global route | 28.0 | 0.0122
finish | 28.0 | 0.130
==> worst min-delay path, stage by stage <==
cell and delay [ns]:
clkdlybuf4s50_1 0.44, o311ai_2 0.09, and2_4 0.16, buf_4 0.10, buf_4 0.08, nor2_1 0.03, clkdlybuf4s50_1 0.39
==> layer usage <==
metal	GRT usage [%]	routed length (um)
met1	13.0	2970
met2	15.8	3130
met3	0.516	411
met4	2.31	100
met5	0	0
Power and IR drop assume default switching activity.
