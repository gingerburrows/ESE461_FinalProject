## design/flow/run.sh

```bash
#!/bin/bash
# OpenROAD 26Q1-2900-gdf79404cd8, Yosys 0.63+post, stock flow scripts
make -C /OpenROAD-flow-scripts/flow DESIGN_CONFIG=/design/flow/config.mk WORK_HOME=/design/flow/orfs finish
```

## design/flow/config.mk

```make
export PLATFORM = sky130hd
export DESIGN_NAME = control
export DESIGN_NICKNAME = control
export VERILOG_FILES = /design/flow/design.v
export SDC_FILE = /design/flow/constraint.sdc
export NUM_CORES = 4
export LEC_CHECK = 1
export CORE_UTILIZATION = 50
```

## design/flow/constraint.sdc

```tcl
current_design control

set clk_period 6.7
set clk_io_pct 0.2

create_clock -name clk0 -period $clk_period [get_ports {clk}]

set non_clock_inputs [all_inputs -no_clocks]
set_input_delay [expr $clk_period * $clk_io_pct] -clock clk0 $non_clock_inputs
set_output_delay [expr $clk_period * $clk_io_pct] -clock clk0 [all_outputs]
```

## design/flow/design.v

```verilog
module control
(
	input clk,
	input rst,
	input [15:0]psum,
	output [63:0]we,
	output [3:0]INaddr,
	output [1:0]OUTaddr,
	output [11:0]Waddr,
	output [15:0]sum,
	output [4:0]round	
);
reg [3:0] state;
reg [3:0] nextstate;
reg [3:0] INaddr;
reg [1:0] OUTaddr;
reg [11:0] Waddr;
reg [4:0] round;
reg [15:0] sum;
reg [63:0] we;
wire [15:0] out;
initial 
begin
	state=0;
	nextstate=0;
	INaddr=0;
	OUTaddr=0;
	Waddr=0;
	round=0;
end
always@(posedge clk)
begin
	if(rst==1) 
		state=0;
	else
		state=nextstate;
	sum=sum+psum;
	if (round % 2==0)
	begin
	case(state)
		0:begin
			if(round<2)			
				nextstate=1;
			else
				nextstate=0;
		end
		1:begin
			if (INaddr<12)									nextstate=1;
			else 
				nextstate=2;
		end
		2:begin
			if (OUTaddr<5)
				nextstate=1;
			else 
				nextstate=0;
		end
	endcase
	end
	else begin
	case(state)
		0:begin
			if(round<2)			
				nextstate=1;
			else
				nextstate=0;
		end
		1:begin
			if (OUTaddr<4)
				nextstate=1;
			else 
				nextstate=2;
		end
		2:begin
			if (INaddr<2)
				nextstate=1;
			else 
				nextstate=0;
		end
	endcase
	end
	if(round %2==0)begin
	case(state)
		0:begin
			if(round<2 && OUTaddr>0) begin
				round=round+1;
				OUTaddr=0;
				INaddr=0;
			end			
		end
		1:begin
			INaddr=INaddr+1;
		end
		2:begin
			INaddr=0;
			OUTaddr=OUTaddr+1;		
		end
	endcase
	end
	else begin
	case(state)
		0:begin
			if(round<2 && INaddr>0) begin
				round=round+1;
				OUTaddr=0;
				INaddr=0;
			end			
		end
		1:begin
			OUTaddr=OUTaddr+1;
		end
		2:begin
			OUTaddr=0;
			INaddr=INaddr+1;		
		end
	endcase
	end
	we=0;
	if(round%2==0) begin
		we[OUTaddr % 64]=1;
		Waddr=OUTaddr*13+INaddr;
	end
	else
	begin
		we[INaddr % 64]=1;
		Waddr=INaddr*5+OUTaddr;
	end
end
endmodule
```

==> results.py <==
# Physical implementation metrics
metrics = {
    "outcome": {
        "outcome": "finished clean",
    },
    "clock_tree": {
        "clock_tree.buffer_depth": 2,
        "clkTransAtPathRegs_ps": 100,
        "clock-sinks": 99,
        "cts_buffers": 9,
        "cts_resized": 0,
        "cts_tree": "done",
        "insertion_delay_ps": 360,
        "cts_root_buf": "clkbuf_8",
        "htree_levels": 3,
        "cts_setup_buffers": 0,
        "holdBufCountCts": 0,
    },
    "job": {
        "timing.max_cap.violations": 0,
        "warning_count": 31,
    },
    "route": {
        "dr.pass1.iters": 4,
        "wire_per_inst_um": 12.0,
        "via_count": 3087,
        "ant_nets": 0,
        "drc": 0,
        "totalWireLength_um": 7890,
        "detail_route.vias_per_cell": 4.70,
        "antenna_cells": 0,
        "drt-initial-drc-count": 194,
    },
    "placed_design": {
        "port_buffers": 114,
        "dpl-instance-area_um2": 5510,
        "globalplace.congestion": 0.854,
        "dpl.hpwl_um": 5980,
    },
    "setup_path": {
        "r2r_slack_ps": 2920,
        "crit_path_start_kind": "input pin",
        "crit_type": "input pin to flip-flop",
        "worstPathMaxFanout": 6,
        "critPathArrivalTime_ps": 5050,
        "cp_slowest_cell": "fa_1",
        "worstReg2RegStart": "nextstate[0]",
        "max_stage_delay_ps": 440,
        "crit_top_cell": "nor2b_1",
        "cp_num_buf_inv": 2,
        "cp_top_family": "simple AND/OR/NAND/NOR gates",
        "r2r_cells": 14,
        "crit_chain": "clkdlybuf4s50_1, nor2b_1, ha_1, nor2b_1, a2bb2oi_1, nor3b_1, a21oi_1, and2_1, inv_1, fa_1, ha_1, nor2b_1, o21a_1, o21ai_0, o21ai_0",
        "endpoint_kind": "flip-flop",
        "timing.rr.end": "Waddr[5]",
        "crit_required_ps": 6910,
    },
    "pwr": {
        "peakVddDrop_uv": 142,
        "leakage_nw": 2.46,
        "power_density_nw_per_um2": 274,
        "power_mw": 1.56,
    },
    "synthesis": {
        "yosys_warnings": 1,
        "top_cell": "dfxtp_1",
        "ff_type": "dfxtp_1",
        "ys_area_um2": 4120,
        "avgSynthCellArea_um2": 10.7,
        "area_leaders": "dfxtp_1 (45%), ha_1 (12%), edfxtp_1 (4.4%)",
        "ys_ff": 99,
        "edf_count": 6,
        "synth_area_leader_cell": "dfxtp_1",
        "syn_area_um2": 4120,
        "synth_cell_types": 59,
        "common_cells": "dfxtp_1 (93), ha_1 (41), nor2_1 (23)",
        "netlist_instances": 385,
        "ys_cells": 385,
        "top_cell_area_share_pct": 45.1,
        "async_reset_ff_share_pct": 0,
        "ys_seq_share_pct": 49.5,
    },
    "floorplan": {
        "design.portCount": 121,
        "rows": 32,
        "die_area_um2": 8620,
        "die_y_um": 92.8,
        "initial_core_util_pct": 52.6,
        "core_area_um2": 7850,
        "die_w_um": 92.8,
    },
    "final_timing": {
        "skew_ps": 11.4,
        "whs_ps": 491,
        "slew_viol_final": 0,
        "fmax_mhz": 207,
        "finalHoldViolCount": 0,
        "fin_crit_ps": 4840,
        "tightest_slew_ps": 868,
        "tns_ps": 0,
        "finalCritPeriodShare_pct": 72.2,
        "finalSetupViolations": 0,
        "slew_headroom_pct": 42.1,
        "rsz0062_at_grt": "false",
    },
    "worst_hold_path": {
        "hold_class": "flip-flop to flip-flop",
        "min_from": "sum[0]",
        "whs_endpoint": "sum[0]",
        "min_path_cells": 1,
    },
    "finish": {
        "fillers": 581,
        "synthToLayoutAreaGrowth_pct": 38.4,
        "fin_util_pct": 72.7,
        "design_area_um2": 5710,
        "drive_gt1_share_pct": 5.59,
    },
    "global_route": {
        "grt_pass1_vias": 2980,
        "grt_max_degree": 20,
        "grtUsageTotal_pct": 20.2,
        "antenna_found_initial": 0,
        "grt_overflow": 0,
        "grt_pass1_wl_um": 13400,
    },
}
[worst max-delay path by stage]
stage | from | endpoint | slack, ps | depth (start not counted)
6_report | rst | Waddr[5] | 1860 | 15
5_1_grt | rst | Waddr[5] | 1530 | 15
4_1_cts | rst | Waddr[5] | 1890 | 15
[through the flow]
stage | worst slack [ps] | std cells
2_1_floorplan | 2370 | 438
3_3_place_gp | 1590 | 641
3_5_place_dp | 1530 | 641
4_1_cts | 1890 | 657
5_1_grt | 1530 | 657
6_report | 1860 | 657
[cell families (layout without fill, tap and decap cells)]
kind of cell    Yosys count  after routing  synth area share, %
mux                       2              2                0.819
other cells               1             54               0.0909
buf+inv                  38            155                 4.19
flops                    99             99                 49.5
xor+xnor                 20             20                 4.25
fa+ha+maj                45             45                 14.4
simple gates            100            100                 12.3
compound gates           80             80                 14.5
[per-layer routing]
metal | track usage, % | wire, um
met1 | 29.2 | 3600
met2 | 33.4 | 3690
met3 | 4.18 | 473
met4 | 2.95 | 128
met5 | 0 | 0
[where the power goes]
group | switching [mW] | internal, mW | leakage [nW]
sequential | 0.0362 | 0.670 | 0.830
combinational | 0.201 | 0.293 | 1.53
clock | 0.217 | 0.145 | 0.100
total | 0.454 | 1.11 | 2.46
[placed cells by master, fill, tap and decap left out, types with 2 or more instances in the layout]
cell	synthesis	layout
o221ai_1	2	2
fa_1	4	4
ha_1	41	41
clkinv_4	0	2
a32oi_1	3	3
a22oi_1	3	3
o21a_1	6	6
inv_2	2	2
a32oi_2	2	2
nor2b_1	7	7
o211ai_1	3	3
nor2_1	23	23
and2_1	6	6
a21o_1	11	11
a31oi_1	3	3
xor2_1	7	7
and3_1	2	2
nor3b_1	2	2
xnor2_1	13	13
or4_1	2	2
nor3_1	21	21
inv_1	22	22
nand2_1	20	20
clkdlybuf4s50_1	0	114
o21ai_0	11	11
nand3_1	4	4
conb_1	1	54
a21oi_1	19	19
nand2b_1	5	5
edfxtp_1	6	6
clkbuf_8	0	9
inv_8	0	2
nand4_1	2	2
dfxtp_1	93	93
[area by class of cell]
type,count,area [um2],area share (%)
inverters,25,93.8,1.64
clock buffers,9,124,2.17
repair buffers,114,1140,20.0
clock inverters,7,70.1,1.23
multi-input cells,301,2110,36.9
well taps,102,128,2.24
flip-flops and latches,99,2040,35.8
[state kept, by name, indices dropped and copies added (netlist names)]
register and cells:
INaddr 4, OUTaddr 2, Waddr 7, nextstate 2
round 5, sum 16, we 63
Power is estimated from default activity; no workload was simulated.
