File: flow/design.v
module sram #(parameter ADDR_WIDTH = 4,DATA_WIDTH = 16,SIZE=(1<<ADDR_WIDTH))(
	input clk,we,
	input [ADDR_WIDTH-1:0] addr,
	input [DATA_WIDTH-1:0] data,
	output [DATA_WIDTH-1:0] q
	);
	reg [DATA_WIDTH-1:0] ram [0:SIZE-1];
	always@(posedge clk) begin
		if(we) begin
			ram[addr] <= data;
		end
	end
	assign q = ram[addr];
endmodule
File: flow/config.mk
export PLATFORM = sky130hd
export DESIGN_NAME = sram
export DESIGN_NICKNAME = sram
export VERILOG_FILES = /design/flow/design.v
export SDC_FILE = /design/flow/constraint.sdc
export NUM_CORES = 4
export LEC_CHECK = 1
export CORE_UTILIZATION = 40
File: flow/constraint.sdc
current_design sram

set clk_period 4.4
set clk_io_pct 0.2

create_clock -name clk0 -period $clk_period [get_ports {clk}]

set non_clock_inputs [all_inputs -no_clocks]
set_input_delay [expr $clk_period * $clk_io_pct] -clock clk0 $non_clock_inputs
set_output_delay [expr $clk_period * $clk_io_pct] -clock clk0 [all_outputs]
File: flow/run.sh
#!/bin/bash
# OpenROAD 26Q1-2900-gdf79404cd8, Yosys 0.63+post, stock flow scripts
make -C /OpenROAD-flow-scripts/flow DESIGN_CONFIG=/design/flow/config.mk WORK_HOME=/design/flow/orfs finish
==> deck_impl_summary.md <==
Flow Results at a Glance

Run status
  – Status: completed

Floorplanning
  – Initial Utilization: 41.1%
  – Core box area: 0.0236 mm2
  – I/O pin total: 38
  – Die width: 158 um
  – Chip height: 158 um
  – Chip area: 0.0249 mm2
  – Site Rows: 56

Global route
  – Total global-route track usage: 19.0%
  – GR Overflow Total: 0
  – First-pass GRT wire length: 30600 um
  – Met1 usage: 26.1%
  – Largest net degree at the start of global routing: 36
  – GRT busiest layer: met2
  – Met3 Resource Use GR: 12.5%
  – Met2 Use GR: 27.9%
  – Number of global-route vias before repair: 5107
  – Initial antenna violation count: 0

Final timing
  – Number of setup violations in the final report: 0
  – Final TNS setup: 0 ns
  – Worst-Margin Slew: 0.789 ns
  – Period minus WS final: 3.96 ns
  – Slew Viols, Final: 0
  – Max transition margin: 47.1%
  – Fmax: 253 MHz
  – RSZ-0062 raised after global routing: no
  – Fin crit share: 90.0%
  – Final hold violations: 0

Clock tree
  – Post-CTS setup buffer count: 0
  – Clk buf depth: 3
  – Cts hold-fix bufs: 0
  – H-tree levels: 1
  – Total CTS buffers: 26
  – CTS tree: done
  – Reg clk slew, reported paths: 0.06 ns
  – Clk root buf: clkbuf_16
  – Post_cts resized: 0
  – Sink Count: 256

Route
  – Vias: 4508
  – Drt first pass iters: 4
  – Iteration-0 DRC Markers: 286
  – Drt via density: 5.48
  – N_diodes: 0
  – Routed length per instance: 23.9 um
  – Final ANT Viol Nets: 0
  – Total wire length: 19700 um
  – # DRC: 0

Logic synthesis
  – Top_reg_cell synth: edfxtp_1
  – Synth Cell Area: 0.00970 mm2
  – Dominant cell area share: 79.2%
  – Flip-flops with a built-in enable: 256
  – Gate count of the mapped netlist: 418
  – Distinct lib cells used: 17
  – Cells in synth_stat.txt: 418
  – Yosys top cell by area: edfxtp_1
  – Top area cell types: edfxtp_1 79%, mux4_2 14%, a22oi_1 2.5%
  – Post-synth ARST share: 0%
  – Synth Warn #: 1
  – Syn_area_per_cell: 23.2 um2
  – Yosys chip area: 0.00970 mm2
  – Leading cell type by number of instances after synthesis: edfxtp_1
  – Register share after synthesis: 79.2%
  – Registers, synthesis: 256
  – Top cells by count: 256 x edfxtp_1, 62 x mux4_2, 32 x a22oi_1

Layout
  – Largest registers: ram x256
  – Max FFs per register: 256
  – P&R area growth vs syn: 18.2%
  – Fill count: 1860
  – Biggest register: ram
  – Share of cells above drive strength 1: 29.4%
  – Final instance area: 0.0115 mm2

Worst setup path
  – Critical path fanouts, max: 31
  – Slowest cell on crit path: mux4_2
  – Cells along the critical path: buf_4, buf_4, mux4_2, a22oi_1, nand2_1, clkdlybuf4s50_1
  – CP required: 3.52 ns
  – WP data arrival: 3.08 ns
  – Critical Path End Type: primary output
  – CP peak stage delay: 0.52 ns
  – Startpoint Class: primary input
  – Crit Path Class: in -> out
  – Most used cell, CP: buf_4

Power and ir drop
  – Leakage power: 0.00361 uW
  – Cell Pwr Density: 450 mW/mm2
  – Worst ir drop on vdd: 326 uV

Flow run
  – OpenROAD warnings: 25
  – Max-Cap Viols: 0

Placed design
  – Placed cell area: 0.0106 mm2
  – Routability cong.: 0.772
  – IO Port Bufs: 37
  – Post-DP HPWL: 11500 um

Min path
  – Hold Crit Class: in -> reg
[kinds of logic (layout without fill, tap and decap cells)]
logic type,Yosys count,count (layout),synth area share (%)
simple gates,43,43,1.99
compound gates,32,32,2.48
flops,256,256,79.2
mux,64,64,14.9
buf+inv,23,109,1.38
[worst max-delay path: cells and delay by family]
family,cells,cell delay [ns]
buffers and inverters,3,1.27
multiplexers,1,0.52
AND-OR/OR-AND,1,0.27
AND/OR/NAND/NOR,1,0.11
[power by group]
part           internal (uW)  switching, uW
sequential              2730           9.99
combinational            135            144
clock                   1280            852
[stage by stage]
step                      std cells  power [uW]  util [%]  hold WS (ns)  setup WS (ns)
after detailed placement        780        3080      45.1          1.82          0.422
after CTS                       823        5210      48.6          1.26          0.391
after global routing            823        5330      48.6          1.35          0.283
after floorplan                 418        2940         -         0.979           1.46
after global placement          780        3070      45.1          1.77          0.452
final                           823        5160      48.6          1.28          0.442
[layer usage]
| metal | wire, um | share of wire, % |
|---|---|---|
| met2 | 9600 | 49 |
| met4 | 341 | 1.7 |
| met3 | 2780 | 14 |
| met1 | 6970 | 35 |
| met5 | 0 | 0 |
[layout by cell type, fill, tap and decap left out, drive strengths merged, types with 4 or more instances in the layout]
master,netlist,layout
mux4,64,64
clkinv,0,7
a22oi,32,32
nor3,4,4
buf,9,31
edfxtp,256,256
nor2,13,13
clkdlybuf4s50,0,35
nand2,17,17
clkbuf,14,31
[layout make-up]
class / count / area, um2 / share of cell area (%)
repair buffers: 66 / 618 / 5.39
flip-flops and latches: 256 / 7690 / 67.0
clock buffers: 31 / 691 / 6.02
well taps: 319 / 399 / 3.48
clock inverters: 12 / 136 / 1.19
multi-input cells: 139 / 1940 / 16.9
[final timing paths]
| kind | startpoint | endpoint | slack (ns) | cells past startpoint |
|---|---|---|---|---|
| worst max-delay path | addr[0] | q[3] | 0.44 | 6 |
| worst min-delay path | data[15] | ram[1][15]$_DFFE_PP_ | 1.28 | 1 |
Power is estimated from default activity; no workload was simulated.
